==> design.v <==
`timescale 1ns / 1ps
module xregf (
	      input                    clk,
	      input                    sel,
	      input                    we,
	      input [4-1:0] addr,
	      input [32-1:0]      data_in,
	      output [32-1:0]     data_out
	      );
   reg [32-1:0]                   regf [2**4-1:0];
   assign data_out = sel? regf[addr] : 32'h0;
   always @ (posedge clk)
      if (sel && we)
	 regf[addr] <= data_in;
endmodule
==> run.sh <==
#!/bin/bash
# OpenROAD 26Q1-2900-gdf79404cd8, Yosys 0.63+post, stock flow scripts
make -C /OpenROAD-flow-scripts/flow DESIGN_CONFIG=/design/flow/config.mk WORK_HOME=/design/flow/orfs finish
==> config.mk <==
export PLATFORM = sky130hd
export DESIGN_NAME = xregf
export DESIGN_NICKNAME = xregf
export VERILOG_FILES = /design/flow/design.v
export SDC_FILE = /design/flow/constraint.sdc
export NUM_CORES = 4
export LEC_CHECK = 1
export CORE_UTILIZATION = 30
==> constraint.sdc <==
current_design xregf

set clk_period 7.3
set clk_io_pct 0.2

create_clock -name clk0 -period $clk_period [get_ports {clk}]

set non_clock_inputs [all_inputs -no_clocks]
set_input_delay [expr $clk_period * $clk_io_pct] -clock clk0 $non_clock_inputs
set_output_delay [expr $clk_period * $clk_io_pct] -clock clk0 [all_outputs]
==> run notes <==
The flow completed. The violation tally recorded at the end of detailed-routing iteration 0 is 658. Via-per-instance ratio landed at 4.98. By area the synthesized netlist is led by edfxtp_1 (78%), mux4_2 (6.5%), mux2_2 (3.7%). Internal power contribution landed at 4.69 mW. Non-filler instance count after layout landed at 1,894. Summed over all failing endpoints, the final setup total negative slack is 0 ns. Fraction of registers with async set or reset after synthesis landed at 0%. The number of antenna violations at the first check in global routing was 6. After technology mapping, the gate count stands at 919. edfxtp_1 takes more of the synthesized area than any other cell. STA classifies the critical path endpoint as an output port. Counting endpoints that fail hold in the final report gives 0.

Share of the synthesized area in the top cell type landed at 78.0%. The synthesis report names the predominant flop master as edfxtp_1. In the synthesis report, Yosys lists the chip area as 0.0197 sq mm. Total routed wirelength landed at 43,700 um.

Power after layout landed at 5.87 mW. Post-layout worst setup margin landed at 1.46 ns. Synthesized area per cell landed at 21.4 sq um. TritonCTS built the clock tree. Once detail routing completed, the nets flagged for antenna violations numbered 0. In this run the most critical hold path is launched from data_in[7]. In the Yosys report the total cell count is 919. Clock-pin slew on the worst setup and hold paths landed at 0.06 ns.

Detailed-router iteration count before antenna repair landed at 6. Number of flip-flops in the largest register landed at 512. The H-tree was split into 2 levels. Per the slew report, the remaining headroom to the max-slew limit stands at 38.9%. Half-perimeter wire length of the detailed placement result landed at 24,000 um.

Horizontal die dimension landed at 258 um. Number of global-route vias before repair landed at 10.4k. STA classifies the critical path startpoint as an input pin.

Switching share of power landed at 20.1%. The floorplan has 93 rows. Tally of OpenROAD warnings landed at 25. Cell area after technology mapping landed at 0.0197 sq mm. In this run the full chip footprint comes out at 0.0667 sq mm.

Setup repair after global routing left no endpoint under its margin. Clock sink count landed at 512. Fill cell instance count of the final layout landed at 5,940. In this run the power spent charging and discharging nets is 1.18 mW. The critical path in this run is classified as input pin to output port. Pin placement for this block handled 71 I/O pins. Critical path arrival landed at 4.38 ns. Pre-placement core utilization landed at 30.5%. The path class of the tightest hold or removal check is input pin to flip-flop.

The post-synth count of flops with an enable pin is 512. The number of cells on the worst hold path is listed as 1. STA puts the critical path data required time at 5.84 ns.

Entering global routing, the biggest net connects 67 pins. Buffers added to address setup during post-CTS repair amount to 0. Number of slew-limit violations in the final report landed at 0. Total power normalized to cell area comes to 257 mW/mm^2. For this block, the via count after detailed routing is 9,423. Number of buffers created by CTS landed at 48.

Final count of negative-setup-slack endpoints landed at 0. The largest register by flop count is regf. Relative contribution of sequential cells to total power landed at 55.8%. Slew at the pin closest to its max-slew limit landed at 0.917 ns. Post-route minimum period landed at 5.84 ns. In this run the layout overhead on the synthesized area is reported as 16.0%.

Critical-path maximum fanout landed at 32. The largest registers in the layout are regf (512). In the final layout, the share of cells above drive strength 1 is 22.4%.

Period utilization landed at 80.0%. Yosys instantiated no cell more often than edfxtp_1. After its last routability iteration, the placer logged a weighted congestion of 0.774. Per the GRT congestion report, total overflow comes to 0. Leakage component of the power landed at 7.12 nW. Hold buffer count at cts landed at 0. Of the synthesized area, sequential elements account for 78.0%.

After synthesis, the netlist uses 26 different library cells. The power report attributes to the clock group a share of 38.9%. The first global-routing pass estimated 65,900 um of wire. The floorplan step set the die height to 258 um. Final worst hold slack landed at 1.81 ns. Warnings reported by Yosys during synthesis add up to 1. In this run, placement finished with an instance count of 1,814.

In this run, synthesis produced a sequential element count of 512. The run finished with clean final reports. The tree is rooted in a clkbuf_16. Max-cap check violation count landed at 0. Combinational cells account for 5.2% of the total power. The endpoint of the worst hold path is reported as regf[10][7]$_DFFE_PP_. Wire length per cell landed at 23.1 um. Maximum frequency from static timing analysis landed at 171 MHz.

By count the netlist is led by edfxtp_1 (512), mux2_2 (64), mux2i_1 (64), mux4_2 (57). In this run the standard cell core region covers 0.0647 sq mm. Aggregate global-route resource usage landed at 14.3%. Number of gates given a new drive strength after cts landed at 0. Prior to clock tree synthesis, the placed netlist has a worst setup slack of 1.40 ns. Remaining routing DRC violations landed at 0. Worst-case clock buffer depth landed at 3. During placement, the flow inserted port buffers numbering 70.

Per the power-grid run, VDD falls by no more than 0.196 mV.
## how the worst max path moves through the flow
stage / from / endpoint / slack, ns / cells past startpoint
CTS: addr[3] / data_out[5] / 1.40 / 5
global route: addr[3] / data_out[20] / 1.15 / 5
finish: addr[3] / data_out[21] / 1.46 / 5
## layout by cell type, fill, tap and decap left out
cell and instances:
clkbuf_1 10, nand2b_2 1, nand2b_1 2, clkinv_2 7, clkinvlp_4 2, clkbuf_16 49
nand2_1 2, clkinv_1 9, nor3_2 4, mux4_2 57, mux2i_1 64, or2b_2 1
buf_12 2, a22o_1 32, mux4_1 7, mux2_2 64, clkdlybuf4s50_1 68, nand2_2 1
nand4_1 1, nor2b_4 1, nor2_4 13, nand4b_1 2, or3_1 1, o31ai_1 32
and3b_2 1, diode_2 1, o22ai_1 32, clkbuf_8 1, bufinv_16 2, and3_2 1
buf_4 25, edfxtp_1 512, a22oi_1 32
## final cells by class
| cell class | count | area [sq um] | area share, % |
|---|---|---|---|
| Timing Repair Buffer | 96 | 922 | 4.03 |
| Tap cell | 855 | 1070 | 4.68 |
| Multi-Input combinational cell | 351 | 4080 | 17.9 |
| Antenna cell | 1 | 2.50 | 0.0109 |
| Clock buffer | 59 | 1260 | 5.53 |
| Clock inverter | 20 | 144 | 0.629 |
| Sequential cell | 512 | 15400 | 67.3 |
## power by group through the flow
stage | logic, mW | registers (mW) | clock network [mW]
CTS | 0.314 | 3.28 | 2.34
global route | 0.334 | 3.28 | 2.44
finish | 0.306 | 3.28 | 2.29
## logic make-up after synthesis
| logic type | Yosys count | synth area share, % |
|---|---|---|
| simple gates | 31 | 0.800 |
| flops | 512 | 78.0 |
| buf+inv | 56 | 1.95 |
| mux | 192 | 14.4 |
| compound gates | 128 | 4.88 |
## metal layers
metal / vias up / share of wire [%] / track usage, %
met3: 70 / 13 / 8.80
met4: 12 / 2.0 / 2.58
li1: 4053 / - / -
met1: 4738 / 37 / 18.1
met5: - / 0.35 / 0.997
met2: 550 / 48 / 21.8
## critical path: stages
cell             delay (ns)
clkdlybuf4s50_1        0.76
or2b_2                 0.92
o22ai_1                0.21
o31ai_1                0.46
clkdlybuf4s50_1        0.56
## stage by stage
stage | cell area (sq um) | utilization [%]
finish | 22900 | 35.3
global placement | 21400 | 33.2
detailed placement | 21400 | 33.2
CTS | 22900 | 35.3
floorplan | 19700 | -
global route | 22900 | 35.3
Power figures rest on the tool's default switching activity, not on a simulated workload.
