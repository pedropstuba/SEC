[flow/config.mk]
export PLATFORM = sky130hd
export DESIGN_NAME = xaddr_decoder
export DESIGN_NICKNAME = xaddr_decoder
export VERILOG_FILES = /design/flow/design.v
export SDC_FILE = /design/flow/constraint.sdc
export NUM_CORES = 4
export LEC_CHECK = 1
export CORE_AREA = 10 10 70 70
export DIE_AREA = 0 0 80 80
[flow/constraint.sdc]
current_design xaddr_decoder

set clk_period 4.1
set clk_io_pct 0.2

create_clock -name clk0 -period $clk_period

set non_clock_inputs [all_inputs -no_clocks]
set_input_delay [expr $clk_period * $clk_io_pct] -clock clk0 $non_clock_inputs
set_output_delay [expr $clk_period * $clk_io_pct] -clock clk0 [all_outputs]
[flow/design.v]
`timescale 1ns / 1ps
module xaddr_decoder (
	              input [11-1:0] addr,
                input               sel,
	              output reg          mem_sel,
                input [31:0]        mem_data_to_rd,
	              output reg          regf_sel,
                input [31:0]        regf_data_to_rd,
                output reg          button_sel,
                input         [1:0] button_data_to_rd,
                output reg          timer_sel,
                input         [5:0] timer_data_to_rd,
                      output reg          ext_sel,
                      input [31:0]        ext_data_to_rd,
                      output reg          trap_sel,
                      output reg [31:0]   data_to_rd
                     );
   always @* begin
      mem_sel = 1'b0;
      regf_sel = 1'b0;
      ext_sel = 1'b0;
      trap_sel = 1'b0;
      button_sel = 1'b0;
      if ( (addr & {  {11-10{1'b1}}, {10{1'b0}}  }) == 0)
        mem_sel = sel;
      else if ( (addr & {  {11-4{1'b1}}, {4{1'b0}}  }) == 1024)
        regf_sel = sel;
      else if ( (addr &  {  {11-0{1'b1}}, {0{1'b0}}  }) == 1500)
        button_sel = sel;  
      else if ( (addr &  {  {11-2{1'b1}}, {2{1'b0}}  }) == 1600)
        timer_sel = sel;  
      else
          trap_sel = sel;
   end
   always @(*) begin
      data_to_rd = 32'd0;
      if(mem_sel)
        data_to_rd = mem_data_to_rd;
      else if(regf_sel)
        data_to_rd = regf_data_to_rd;
      else if(button_sel)
        data_to_rd = button_data_to_rd;
      else if(timer_sel)
        data_to_rd = timer_data_to_rd;      
      else if(ext_sel)
        data_to_rd = ext_data_to_rd;
   end
endmodule
[flow/run.sh]
#!/bin/bash
# OpenROAD 26Q1-2900-gdf79404cd8, Yosys 0.63+post, stock flow scripts
make -C /OpenROAD-flow-scripts/flow DESIGN_CONFIG=/design/flow/config.mk WORK_HOME=/design/flow/orfs finish
==> job_summary.md <==
### Yosys + OpenROAD results

| Metric | Value |
|---|---|
| Die x size | 80 um |
| Tool warning count | 65 |
| Drt via density | 4.82 |
| PortBufs | 121 |
| DP Area | 0.00189 mm^2 |
| Final tally of max-slew violations | 0 |
| Post-DR wirelength/cell | 19.5 um |
| Leakage power | 0.702 nW |
| Mapped Cells | 84 |
| Via count | 1,181 |
| Crit end category | output port |
| Placer Congestion | 0.872 |
| IO Pins | 154 |
| Max cap viols | 0 |
| Die Span Y | 80 um |
| Number of global-route vias before repair | 1,110 |
| Clock period minus worst slack | 3880 ps |
| Synth warn | 1 |
| Total negative slack | 0 ps |
| Most instantiated library cell after synthesis | a22o_2 |
| 1st-iter DRT viols | 44 |
| Initial antenna violation count | 0 |
| Top cells by area | a22o_2 (24%), a22o_1 (13%), a32o_1 (6.0%), o22ai_1 (4.7%), buf_6 (3.4%) |
| Hold Startpoint | button_data_to_rd[0] |
| First-pass GRT wire length | 6770 um |
| Ys flops | 1 |
| Antenna-violating nets left | 0 |
| Dpl hpwl | 4190 um |
| Startpoint Class | primary input |
| Final setup viols | 0 |
| Biggest area consumer among synthesized cells | a22o_2 |
| Pwr per Cell Area | 79.8 mW/mm^2 |
| Post-Route Utilization | 55.3% |
| Post-CTS setup buffer count | 0 |
| Pre-CTS setup slack | 209 ps |
| FMAX | 258 MHz |
| Overflow after GRT | 0 |
| Synth async-reset ratio | 0% |
| Mean post-synth cell area | 7.92 um^2 |
| Distinct lib cells | 36 |
| # hold bufs at CTS | 0 |
| Fp util | 19.5% |
| Layout cells sized above 1 | 13.1% |
| Chip area | 0.00640 mm^2 |
| GRT Util Overall | 13.4% |
| Hold Crit Class | in -> out |
| Critical Path Fanout Max | 27 |
| Final Hold Fails | 0 |
| Worst IR Drop VDD | 0.0354 mV |
| Site Rows | 21 |
| CP Data Arrival Time | 3060 ps |
| Final setup margin | 219 ps |
| Number of flip-flops in the largest register | 1 |
| Antenna Cells | 0 |
| Count of library flops with an enable pin | 0 |
| Hold depth | 4 |
| Synth cell count leaders | a22o_2 (16), a22o_1 (10), nand2_1 (5), o22ai_1 (5) |
| Drt first pass iters | 4 |
| CORE AREA | 0.00342 mm^2 |
| Layout area overhead | 184% |
| Remaining DRCs | 0 |
| Dominant register cell | dlxtn_1 |
| Area leader share | 24.1% |
| RSZ-0062 raised after global routing | false |
| CP Class | in -> out |
| Largest net degree at the start of global routing | 28 |
| Status | finished, final reports clean |
| Register pins left without a clock | 1 |
| Final instance area | 0.00189 mm^2 |
| # resized after CTS | 0 |
| Yosys stat area | 666 um^2 |
| Routed wire length | 4770 um |
| CP required | 3280 ps |
| Crit path from | addr[5] |
| Mapped cell area | 666 um^2 |
| Period utilization | 94.6% |
| Ys cells | 84 |
| Endpoints left unconstrained | 2 |
## report_power, final
part / internal [W] / total (W) / switching (W)
Clock: 0 / 0 / 0
Sequential: 0.000000633 / 0.00000164 / 0.00000101
Combinational: 0.000115 / 0.000149 / 0.0000339
## final timing paths
check	endpoint	slack [ps]
max	data_to_rd[11]	220
min	data_to_rd[0]	2590
## layout by cell type (no fill, tap or decap), types with 2 or more instances in the layout
master / n
o21ai_0: 3
nand4_1: 3
o211ai_1: 2
clkdlybuf4s50_1: 121
a22o_1: 10
a22o_2: 16
nand2_1: 5
inv_1: 4
o22ai_1: 5
nor2_1: 2
buf_4: 3
a32o_1: 4
## through the flow
stage / total power [W] / cells / hold slack (ps)
after global routing: 0.000162 / 245 / 2640
after detailed placement: 0.000152 / 245 / 2600
after global placement: 0.000151 / 245 / 2600
final: 0.000151 / 245 / 2590
after floorplan: 0.0000310 / 84 / 1710
after CTS: 0.000153 / 245 / 2610
## critical path, stage by stage
cell and delay (ps):
clkdlybuf4s50_1 420, or4_4 560, or2_1 290, nor2b_4 140, buf_12 180, a22o_1 150, clkdlybuf4s50_1 510
## cell type report
class                   count  area (um^2)
fillers                   306         1530
flip-flops and latches      1         15.0
multi-input cells          69          548
inverters                   4         15.0
well taps                  46         57.6
repair buffers            125         1250
## per-layer routing
metal / vias up / share of wire, % / GRT usage, %
met5: - / 0 / 0
met2: 71 / 49 / 23.6
met4: 0 / 0.31 / 0.528
met3: 2 / 10 / 3.52
met1: 530 / 40 / 16.6
li1: 578 / - / -
## cell families (layout without fill, tap and decap cells)
group	count (synthesis)	after routing	synth area share (%)
buffers and inverters	14	129	15.4
other	1	1	0.563
AOI/OAI and AO/OA	43	43	55.8
latches	1	1	2.25
and+or+nand+nor	25	25	25.9
Power figures rest on the tool's default switching activity, not on a simulated workload.
