**./config.mk**
```make
export PLATFORM = sky130hd
export DESIGN_NAME = xctrl
export DESIGN_NICKNAME = xctrl
export VERILOG_FILES = /design/flow/design.v
export SDC_FILE = /design/flow/constraint.sdc
export NUM_CORES = 4
export LEC_CHECK = 1
export CORE_UTILIZATION = 30
```
**./constraint.sdc**
```tcl
current_design xctrl

set clk_period 11.2
set clk_io_pct 0.2

create_clock -name clk0 -period $clk_period [get_ports {clk}]

set non_clock_inputs [all_inputs -no_clocks]
set_input_delay [expr $clk_period * $clk_io_pct] -clock clk0 $non_clock_inputs
set_output_delay [expr $clk_period * $clk_io_pct] -clock clk0 [all_outputs]
```
**./design.v**
```verilog
`timescale 1ns / 1ps
module xctrl (
	      input                    clk,
	      input                    rst,
	      output reg [11-2:0] pc,
	      input [32-1:0]     instruction,
	      output                   mem_sel,
	      output                   mem_we,
	      output reg [11-1:0] mem_addr,
	      input [32-1:0]      mem_data_from,
	      output [32-1:0]     mem_data_to
	      );
   wire [4-1 :0] 		  opcode;
   wire signed [32-1:0] 		  imm;
   reg [32-1:0] 			  operand;
   reg [32-1:0] 			  regA;
   reg [32-1:0] 			  regB;
   reg [2:0]                              regC;
   reg [32-1:0]                      alu_result;
   reg                                    alu_carry;
   reg                                    alu_overflow;
   reg                                    alu_negative;
   wire                                   load_imm_ops = (opcode == 6 || opcode == 7);
   wire                                   load_mem_ops = (opcode == 8 || opcode == 10);
   wire                                   load_ops = load_imm_ops | load_mem_ops;
   wire                                   store_mem_ops = (opcode == 9 || opcode == 11);
   wire                                   alu_imm_ops = (opcode == 0 || opcode == 3);
   wire                                   alu_arith_ops  = (opcode == 0 || opcode == 1 || opcode == 2);
   wire                                   alu_logic_ops  = (opcode == 4 || opcode == 5);
   wire                                   alu_mem_ops  = (alu_arith_ops && opcode != 0) || alu_logic_ops;
   wire                                   alu_ops  = alu_imm_ops | alu_logic_ops | alu_arith_ops ;
   wire                                   imm_ops = load_imm_ops | alu_imm_ops;
   wire                                   branch_ops = (opcode == 12 || opcode == 14 || opcode == 13 || opcode == 15);
   assign opcode  = instruction[32-1 -: 4];
   assign imm  = (opcode == 7)?                 
                 {instruction[32/2-1:0], regA[32/2-1:0]} :
                 { { (32-28) {instruction[28-1]} }, instruction[28-1:0]};
   assign mem_sel = (store_mem_ops | load_mem_ops | alu_mem_ops) && mem_addr != (1024+2**4) && mem_addr != (1024+2**4+1);
   assign mem_we = store_mem_ops;
   assign mem_data_to = regA;
   always @ * begin
      if(opcode == 10 || opcode == 11)
        mem_addr = regB[11-1:0];
      else
        mem_addr = imm[11-1:0];
   end
   always @ * begin
      operand = 0;
      if(load_ops || alu_ops) begin
         if (mem_addr == ((1024+2**4)))
           operand = regB;
         else if (mem_addr == ((1024+2**4+1)))
	   operand = regC | 0;
         else if (imm_ops)
           operand = imm;
         else if (mem_sel)
           operand = mem_data_from;
      end
   end
   always @(posedge clk, posedge rst)
      if(rst)
        pc  <= 0;
      else begin
         pc <= pc + 1'b1;
         if (opcode == 12 && regA == 0) begin 
	    pc <= imm[11-1:0];
         end else if (opcode == 14 && regA != 0) begin
	    pc <= imm[11-1:0];
         end else if (opcode == 13 && regA == 0) begin 
	    pc <= regB[11-1:0];
         end else if (opcode == 15 && regA != 0) begin
	    pc <= regB[11-1:0];
         end
      end
   always @(posedge clk, posedge rst)
      if(rst)
        regA <= 0;
      else if (load_ops)
	regA <= operand;
      else if(alu_ops)
	regA <= alu_result;
      else if(branch_ops)
        regA <= regA-1'b1;
   always @(posedge clk, posedge rst)
     if(rst)
       regB <= 0;
     else if (mem_addr == (1024+2**4) && mem_we) 
       regB <= regA;
   always @(posedge clk, posedge rst)
      if(rst)
        regC <= 3'b0;
      else if (alu_ops)
        regC <= {alu_negative, alu_overflow, alu_carry};
   reg [32-1:0] carry_res_n_1;
   reg               carry_res_n;
   reg [32-1:0] adder_res;
   always @*
     if(opcode == 2)
       carry_res_n_1 = {1'b0, regA[32-2:0]} - {1'b0,operand[32-2:0]};
     else
       carry_res_n_1 = {1'b0, regA[32-2:0]} + {1'b0,operand[32-2:0]};
   always @*
     if(opcode == 2)
       carry_res_n = (regA[32-1] & ~operand[32-1]) +  (regA[32-1] ^ ~operand[32-1]) & carry_res_n_1[32-1];
     else
       carry_res_n = (regA[32-1] & operand[32-1]) +  (regA[32-1] ^ operand[32-1]) & carry_res_n_1[32-1];
   always @*
     if(opcode == 2)
       adder_res = carry_res_n_1 + {regA[32-1], {32-1{1'b0}}} - {operand[32-1],{32-1{1'b0}}};
     else
       adder_res = carry_res_n_1 + {regA[32-1], {32-1{1'b0}}} + {operand[32-1],{32-1{1'b0}}};
   wire [32-1:0] and_res = regA & operand;
   wire [32-1:0] xor_res = regA ^ operand;
   always @* begin
      alu_result = 0;
      alu_carry = 0;
      alu_negative = 0;
      alu_overflow = 0;
      if(alu_arith_ops) begin
         alu_result = adder_res[32-1:0];
         alu_carry = carry_res_n;
         alu_overflow = carry_res_n ^ carry_res_n_1[32-1];
         alu_negative = adder_res[32-1];
      end else if(opcode == 3)
        if(operand[32-1]) begin  
           alu_result = regA << 1;
           alu_carry = regA[32-1];
           alu_overflow = regA[32-1] ^ regA[32-2];
           alu_negative = regA[32-2];
        end else begin  
           alu_result = {regA[32-1], regA[32-1:1]};
           alu_carry = 0;
           alu_overflow = 0;
           alu_negative = regA[32-1];
        end
      else if(opcode == 4) begin
         alu_result = and_res;
         alu_carry = 0;
         alu_negative = and_res[32-1];
         alu_overflow = 0;
      end
      else if(opcode == 5) begin
         alu_result = xor_res;
         alu_carry = 0;
         alu_negative = xor_res[32-1];
         alu_overflow = 0;
      end   
   end
endmodule
```
**./run.sh**
```bash
#!/bin/bash
# OpenROAD 26Q1-2900-gdf79404cd8, Yosys 0.63+post, stock flow scripts
make -C /OpenROAD-flow-scripts/flow DESIGN_CONFIG=/design/flow/config.mk WORK_HOME=/design/flow/orfs finish
```
==> summary.txt <==
flow finished, numbers: fill count=3555, Die H=190.2 um, Crit path required time=11430 ps, setup TNS=0 ps, fin crit period=9772 ps, Remaining DRCs=0, Pleak=~5.5 nW, Seq share, synth=between 10% and 20%, core area=about 35000 sq um, Placer Congestion=between 1 and 1.5, pre-CTS WS=1295 ps, CP Class=in2reg, Mean Syn Cell Area=7.673 sq um, mapped cell area=10630 sq um, layout cells sized above 1=10.28%, endpoints failing hold=0, Worst-Margin Slew=956.7 ps, Post-synth top cells=nand2_1 (138), a21oi_1 (126), nor2_1 (114), CTS Buffer Depth=2, Area Growth Syn to Fin=17.69%, hold_buf cts=0, CTS tree=built, fin crit share=87.25%, cts bufs inserted=9, Commonest flop=dfrtp_1, Pre-Place Util=30.62%, Die Width=about 190 um, H-tree Lvls=3, CP Capture Type=flop, Final ANT Viol Nets=0, CTS resizes=0, Arrival @ worst endpoint=10000 ps, Detailed Place HPWL=33170 um, flops & latches, synth=77, critical-path maximum fanout=39, Mapped Cells=roughly 1400, Worst Skew=17.37 ps, most common cell in the netlist=nand2_1, Cell Type Count=89, Yosys warning total=1, Post-synth ARST share=around 100%, wire per inst=23.70 um, largest area contributor in the netlist=dfrtp_1, EDFF count, synth=0, Max Cap Violations=0, Chip Area, Yosys=about 11000 sq um, total track usage=25.32%, RSZ-0062 raised after global routing=false, P per Cell Area=145.9 nW/um^2, tool warning count=29, first-pass GRT wire length=between 60000 and 70000 um, clock sink count=77, cell area after layout=12510 sq um, clk ins delay skew pair=370 ps, PortBufs=between 100 and 150, status=finished clean, final wirelength=45140 um, Iteration-0 DRC Markers=between 1000 and 1500, clk root buf=clkbuf_16, final slew viol count=0, Post-CTS Setup Inserts=0, Via Count=11410, clock-pin slew of the registers on the worst-case setup and hold paths=60 ps, largest net degree at the start of global routing=47, Via density=about 6, Post-DP Area=12190 sq um, Top cells by area=dfrtp_1 (18%), ha_1 (8.2%), mux2i_1 (6.7%), Ports=121, ys cells=1385, final worst slack=1428 ps, VDD IR-drop max=0.07870 mV, Hold Path Class=reg2reg, fmax=a little over 100 MHz, area share, top type=18.13%, chip area=~36000 sq um, remaining global-route overflow=0, CP Launch Type=input port, row cnt=68, antenna violations before repair=0, Max-Slew Margin vs Limit=35.68%, vias in the first global route=10880, ant diodes=0, Final setup violation count=0, TritonRoute pass-1 iters=8
==> flip-flops by register name (all words and copies together) (netlist names) <==
name  flops
regB     32
regC      3
regA     32
pc       10
==> power by group <==
| group | internal (W) | switching (W) |
|---|---|---|
| Sequential | 0.000325 | 0.000114 |
| Combinational | 0.000475 | 0.000578 |
| Clock | 0.000194 | 0.000139 |
| Total | 0.000994 | 0.000831 |
==> metal layers <==
metal / vias to the layer above / routed length [um] / global-route usage [%]
met5: - / 0 / 0
met4: 0 / 1778 / 8.462
met3: 118 / 3535 / 4.827
met2: 572 / 20560 / 40.10
met1: 5488 / 19270 / 34.83
li1: 5231 / - / -
==> per-stage QoR <==
stage                     std cells  power, W  utilization, %  hold slack [ps]
after floorplan                1385  0.001087               -            441.8
after global placement         1890  0.001478           35.13            470.5
after detailed placement       1890  0.001480           35.13            480.5
after CTS                      1905  0.001822           36.03            495.9
after global routing           1905  0.001955           36.03            515.8
final                          1905  0.001825           36.03            489.6
==> area by class of cell <==
class | instances | area, sq um | area share [%]
tap | 455 | 569.3 | 4.551
inverter | 44 | 166.4 | 1.330
sequential | 77 | 1927 | 15.40
multi-input combinational | 1155 | 8055 | 64.40
timing repair buffer | 159 | 1476 | 11.80
clock inverter | 6 | 88.84 | 0.7102
clock buffer | 9 | 225.2 | 1.801
==> logic make-up (layout without fill, tap and decap cells) <==
| kind of cell | count (synthesis) | count (layout) | share of synthesized area [%] |
|---|---|---|---|
| buf+inv | 153 | 218 | 6.263 |
| flops | 77 | 77 | 18.13 |
| simple gates | 412 | 412 | 18.83 |
| mux | 123 | 123 | 12.20 |
| fa+ha+maj | 71 | 71 | 8.429 |
| compound gates | 455 | 455 | 28.28 |
| xor+xnor | 94 | 94 | 7.876 |
==> worst max-delay path: stages <==
cell      delay [ps]
buf_2            370
nand3b_4         460
nor4_4           780
nor3_2           200
nor3_4           580
buf_4            440
mux2i_1          280
o211ai_1         180
o41ai_2          590
inv_1            220
nor2_1           350
a21oi_1          130
xnor2_1          150
ha_1             360
and3_1           210
a41o_1           230
a21oi_1          120
o21ai_1           80
a41oi_1          410
a311oi_1         230
a311o_1          430
a31oi_1          280
xnor3_1          450
nand2_1           90
a32oi_1          100
==> placed cells by master, fill, tap and decap left out, types with 12 or more instances in the layout <==
master / synthesis / layout
a21oi_1: 126 / 126
nand2_1: 138 / 138
nor3_1: 28 / 27
nand3_1: 28 / 28
a211oi_1: 19 / 19
and3_1: 18 / 18
clkdlybuf4s50_1: 0 / 116
o211ai_1: 12 / 12
mux2_2: 51 / 51
xnor2_1: 59 / 59
inv_1: 43 / 42
o21ai_0: 102 / 101
mux2i_1: 71 / 71
nor2_1: 114 / 114
a221oi_1: 13 / 13
a22oi_1: 12 / 12
o22ai_1: 13 / 13
ha_1: 70 / 70
a31oi_1: 25 / 25
xor2_1: 34 / 34
buf_4: 9 / 40
dfrtp_1: 77 / 77
a21o_1: 12 / 12
==> final timing paths <==
path / cells after the start / end / slack [ps] / from
min in group asynchronous: 2 / regB[7]$_DFFE_PP0P_ / 2270 / rst
worst min register to register: 2 / regB[31]$_DFFE_PP0P_ / 490 / regB[31]$_DFFE_PP0P_
worst min-delay path: 2 / regB[31]$_DFFE_PP0P_ / 490 / regB[31]$_DFFE_PP0P_
worst max-delay path: 25 / regC[2]$_DFFE_PP0N_ / 1430 / instruction[30]
max in group asynchronous: 3 / regA[30]$_DFFE_PP0P_ / 7820 / rst
worst max register to register: 23 / regC[2]$_DFFE_PP0N_ / 3660 / regB[7]$_DFFE_PP0P_
No activity file was given, so power comes from the tool's default toggle rates.
